==> flow/design.v <==
module MULTI_32bit(clk, rst,A, B, F);
   input clk, rst;
   input [31:0]A;
   input [31:0]B;
   output [31:0]F;
   reg [31:0]F;
reg [62:0] P1;
reg [66:0] P2;
reg [31:0] P3;
initial
begin	
	P1 = 0;
	P2 = 0;
	P3 = 0;
end
wire [1:0]sign;
wire [49:0]mantissa;
assign sign = A[31]+B[31];
always @ ( posedge clk )
begin
	P1[0] <= (sign == 1'b1) ? 1'b1 : 1'b0;
	P1[31:1] <= A[30:0];
	P1[62:32] <= B[30:0];
	P2[0] <= P1[0];
	P2[50:1] <= P1[23:1] * P1[54:32];
	P2[58:51] <= P1[31:24];
	P2[66:59] <= P1[62:55];
	P3[0] <= P2[0];
	if(P2[50:24] == 0) begin
	   P3[23:1] = P2[23:1];
	   P3[31:24] = P2[58:51] + P2[66:59] - 8'b01111111 + 8'h00;
	end
	else if(P2[50] == 1) begin
	   P3[23:1] = P2[49:27];
	   P3[31:24] = P2[58:51] + P2[66:59] - 8'b01111111 + 8'h1a;
	end
	else if(P2[49] == 1) begin
	   P3[23:1] = P2[48:26];
	   P3[31:24] = P2[58:51] + P2[66:59] - 8'b01111111 + 8'h19;
	end
	else if(P2[48] == 1) begin
	   P3[23:1] = P2[47:25];
	   P3[31:24] = P2[58:51] + P2[66:59] - 8'b01111111 + 8'h18;
	end
	else if(P2[47] == 1) begin
	   P3[23:1] = P2[46:24];
	   P3[31:24] = P2[58:51] + P2[66:59] - 8'b01111111 + 8'h17;
	end			
	else if(P2[46] == 1) begin
	   P3[23:1] = P2[45:23];
	   P3[31:24] = P2[58:51] + P2[66:59] - 8'b01111111 + 8'h16;
	end	
	else if(P2[45] == 1) begin
	   P3[23:1] = P2[44:22];
	   P3[31:24] = P2[58:51] + P2[66:59] - 8'b01111111 + 8'h15;
	end	
	else if(P2[44] == 1) begin
	   P3[23:1] = P2[43:21];
	   P3[31:24] = P2[58:51] + P2[66:59] - 8'b01111111 + 8'h14;
	end
	else if(P2[43] == 1) begin
	   P3[23:1] = P2[42:20];
	   P3[31:24] = P2[58:51] + P2[66:59] - 8'b01111111 + 8'h13;
	end
	else if(P2[42] == 1) begin
	   P3[23:1] = P2[41:19];
	   P3[31:24] = P2[58:51] + P2[66:59] - 8'b01111111 + 8'h12;
	end
	else if(P2[41] == 1) begin
	   P3[23:1] = P2[40:18];
	   P3[31:24] = P2[58:51] + P2[66:59] - 8'b01111111 + 8'h11;
	end
	else if(P2[40] == 1) begin
	   P3[23:1] = P2[39:17];
	   P3[31:24] = P2[58:51] + P2[66:59] - 8'b01111111 + 8'h10;
	end
	else if(P2[39] == 1) begin
	   P3[23:1] = P2[38:16];
	   P3[31:24] = P2[58:51] + P2[66:59] - 8'b01111111 + 8'h0f;
	end
	else if(P2[38] == 1) begin
	   P3[23:1] = P2[37:15];
	   P3[31:24] = P2[58:51] + P2[66:59] - 8'b01111111 + 8'h0e;
	end
	else if(P2[37] == 1) begin
	   P3[23:1] = P2[36:14];
	   P3[31:24] = P2[58:51] + P2[66:59] - 8'b01111111 + 8'h0d;
	end
	else if(P2[36] == 1) begin
	   P3[23:1] = P2[35:13];
	   P3[31:24] = P2[58:51] + P2[66:59] - 8'b01111111 + 8'h0c;
	end
	else if(P2[35] == 1) begin
	   P3[23:1] = P2[34:12];
	   P3[31:24] = P2[58:51] + P2[66:59] - 8'b01111111 + 8'h0b;
	end
	else if(P2[34] == 1) begin
	   P3[23:1] = P2[33:11];
	   P3[31:24] = P2[58:51] + P2[66:59] - 8'b01111111 + 8'h0a;
	end
	else if(P2[33] == 1) begin
	   P3[23:1] = P2[32:10];
	   P3[31:24] = P2[58:51] + P2[66:59] - 8'b01111111 + 8'h09;
	end
	else if(P2[32] == 1) begin
	   P3[23:1] = P2[31:09];
	   P3[31:24] = P2[58:51] + P2[66:59] - 8'b01111111 + 8'h08;
	end
	else if(P2[31] == 1) begin
	   P3[23:1] = P2[30:08];
	   P3[31:24] = P2[58:51] + P2[66:59] - 8'b01111111 + 8'h07;
	end
	else if(P2[30] == 1) begin
	   P3[23:1] = P2[29:07];
	   P3[31:24] = P2[58:51] + P2[66:59] - 8'b01111111 + 8'h06;
	end
	else if(P2[29] == 1) begin
	   P3[23:1] = P2[28:06];
	   P3[31:24] = P2[58:51] + P2[66:59] - 8'b01111111 + 8'h05;
	end
	else if(P2[28] == 1) begin
	   P3[23:1] = P2[27:05];
	   P3[31:24] = P2[58:51] + P2[66:59] - 8'b01111111 + 8'h04;
	end
	else if(P2[27] == 1) begin
	   P3[23:1] = P2[26:04];
	   P3[31:24] = P2[58:51] + P2[66:59] - 8'b01111111 + 8'h03;
	end
	else if(P2[26] == 1) begin
	   P3[23:1] = P2[25:03];
	   P3[31:24] = P2[58:51] + P2[66:59] - 8'b01111111 + 8'h02;
	end
	else begin
	   P3[23:1] = P2[24:02];
	   P3[31:24] = P2[58:51] + P2[66:59] - 8'b01111111 + 8'h01;
	end
	F[31] <= P3[0];
	F[30:0] <= P3[31:1];
end
endmodule
==> flow/run.sh <==
#!/bin/bash
# OpenROAD 26Q1-2900-gdf79404cd8, Yosys 0.63+post, stock flow scripts
make -C /OpenROAD-flow-scripts/flow DESIGN_CONFIG=/design/flow/config.mk WORK_HOME=/design/flow/orfs finish
==> flow/config.mk <==
export PLATFORM = sky130hd
export DESIGN_NAME = MULTI_32bit
export DESIGN_NICKNAME = MULTI_32bit
export VERILOG_FILES = /design/flow/design.v
export SDC_FILE = /design/flow/constraint.sdc
export NUM_CORES = 4
export LEC_CHECK = 1
export CORE_UTILIZATION = 30
==> flow/constraint.sdc <==
current_design MULTI_32bit

set clk_period 15.3
set clk_io_pct 0.2

create_clock -name clk0 -period $clk_period [get_ports {clk}]

set non_clock_inputs [all_inputs -no_clocks]
set_input_delay [expr $clk_period * $clk_io_pct] -clock clk0 $non_clock_inputs
set_output_delay [expr $clk_period * $clk_io_pct] -clock clk0 [all_outputs]
==> flow_summary.yaml <==
# implementation run metrics
logic_synthesis:
  yosys_area_um2: 28200
  syn-cell-area_um2: 28200
  area_leaders: "fa_1 31%, dfxtp_1 11%, ha_1 9.0%"
  synth-edff-count: 0
  yosys.stat.seqShare: 0.113
  yosys.area.top_type: "fa_1"
  ys.warnings.count: 1
  syn_area_per_cell_um2: 8.25
  synth_flops: 159
  synthCells: 3415
  top_cell_area_share: 0.312
  ys.flop_type: "dfxtp_1"
  top_cells_by_count: "543 x inv_1, 443 x nand2_1, 439 x fa_1"
  synthDistinctLibCells: 85
  async_reset_ff_frac: 0
  synth_dominant_cell_count: "inv_1"
  ys_cells: 3415
global_route:
  grt_pass1_vias: 24300
  grt_max_degree: 61
  grt_usage: 0.193
  grt-ovfl-total: 0
  grt_antenna_before_repair: 1
  grt_pass1_wl_um: 139000
cts:
  cts.repair.resized: 0
  clock_latency_ns: 0.50
  cts_setup_buffers: 0
  h-tree-depth: 4
  cts_buffers: 17
  clock_sinks: 159
  clock_path_buffers: 2
  clk_pin_slew_worst_paths_ns: 0.07
  tritoncts: "done"
  cts-hold-fix-buffers: 0
  cts_root_buf: "clkbuf_16"
flow_run:
  tool_warnings: 39
  max_cap_violations: 0
floorplanning:
  row_count: 112
  core-area_um2: 93200
  fp_util: 0.302
  dieWidth_um: 308
  chip_area_um2: 95200
  die_h_um: 308
  io-pin-count: 98
min_path:
  holdPathEnd: "P2[57]"
  hold_depth: 0
  hp-class: "reg -> reg"
  min_from: "P1[30]"
placed_design:
  port_buffers: 96
  place_hpwl_um: 62000
  globalplace.congestion: 0.978
final_timing:
  max_freq_ghz: 0.142
  fin_setup_tns_ns: 0
  rsz0062_at_grt: "false"
  tightest_slew_ns: 0.885
  finalCritPeriodShare: 0.460
  clock_skew_ns: 0.0169
  finalSetupViolCount: 0
  slew_headroom: 0.408
  post-route-min-period_ns: 7.04
  final_hold_viol_count: 0
  slew_violations: 0
worst_setup_path:
  rr_startpoint: "P1[11]"
  cp.arrival_ns: 7.47
  r2r_cells: 24
  start_kind: "flop"
  reg2reg_to: "P2[45]"
  path_max_fanout: 23
  reg2reg_slack_ns: 8.26
  path_class: "reg -> reg"
  critPathLaunch: "P1[11]"
  worstPathRequired_ns: 15.73
  cp-end-kind: "flop"
cells_and_area:
  fillerInstances: 9633
  layout-drive-gt1-share: 0.0483
  area_delta_synth_final_pct: 10.1
drt:
  wl_um: 87100
  viasPerCell: 5.27
  drt_iter0_drc: 1846
  avgRoutedWirePerCell_um: 18.8
  ant_nets: 0
  dr.pass1.iters: 6
  drc_errors: 0
  dr_total_vias: 24400
outcome:
  outcome: "finished clean"
[cell usage in the layout, fill, tap and decap left out, types with 32 or more instances in the layout]
cell	instances
a211oi_1	59
xnor2_1	63
inv_1	543
o21ai_0	99
nand2_1	443
a221oi_1	38
a21oi_1	192
and2_1	230
nand3_1	32
nor3_1	39
buf_4	99
dfxtp_1	155
ha_1	203
clkdlybuf4s50_1	96
nor2_1	128
fa_1	439
[cells by family (layout without fill, tap and decap cells)]
group	Yosys count	in the layout	synth area share
compound gates	730	730	0.178
xor+xnor	78	78	0.0247
fa+ha+maj	642	642	0.402
buf+inv	820	777	0.112
flops	159	159	0.113
mux	26	26	0.00950
other cells	0	1	0
simple gates	960	960	0.161
[through the flow]
| step | utilization | std cells | hold slack, ns | setup WS (ns) | cell area (um^2) |
|---|---|---|---|---|---|
| 2_1_floorplan | - | 3415 | 0.310 | 8.81 | 28200 |
| 3_3_place_gp | 0.326 | 4596 | 0.310 | 8.25 | 30400 |
| 3_5_place_dp | 0.326 | 4596 | 0.312 | 8.22 | 30400 |
| 4_1_cts | 0.333 | 4626 | 0.327 | 8.20 | 31000 |
| 5_1_grt | 0.333 | 4626 | 0.332 | 7.77 | 31000 |
| 6_report | 0.333 | 4627 | 0.326 | 8.26 | 31000 |
[registers in the layout, summed over array words and instances (netlist names)]
signal  flops
F          32
P3          1
P2         63
P1         63
[final cells by class]
type | instances | area, um^2 | area share
antenna | 1 | 2.50 | 0.0000807
clock buffer | 17 | 425 | 0.0137
clock inverter | 13 | 213 | 0.00686
inverter | 552 | 2070 | 0.0669
multi-input combinational | 2436 | 21800 | 0.704
sequential | 159 | 3190 | 0.103
tap | 1254 | 1570 | 0.0506
timing repair buffer | 195 | 1700 | 0.0549
[critical path, stage by stage, from the launching register on]
cell	delay (ns)
dfxtp_1	0.31
buf_4	0.32
nand2_1	0.14
fa_1	0.52
fa_1	0.55
inv_1	0.06
fa_1	0.49
inv_1	0.05
fa_1	0.52
inv_1	0.05
fa_1	0.38
fa_1	0.51
inv_1	0.05
fa_1	0.50
inv_1	0.06
ha_1	0.33
and2_1	0.19
or4_1	0.41
a211oi_2	0.23
a21oi_1	0.11
a21oi_1	0.32
o41a_2	0.24
o211ai_2	0.12
a311oi_1	0.33
xnor2_1	0.16
[metal layers]
metal	global-route usage	vias to the layer above	share of wire
li1	-	11000	-
met1	0.269	11800	0.41
met2	0.296	1308	0.45
met3	0.0641	192	0.11
met4	0.0447	0	0.027
met5	0.00155	-	0
[how the worst max path moves through the flow]
stage / slack, ns / depth (start not counted) / endpoint
4_1_cts: 8.20 / 24 / P2[46]
6_report: 8.26 / 24 / P2[45]
5_1_grt: 7.77 / 24 / P2[27]
