$ cat ./design.v
`timescale 1ns/1ps
module mult_piped_8x8_2sC (a, b, clk, reset, y);
input[7:0] a,b;
input clk,reset;
output[15:0] y;
reg[7:0] aR[8:0];
reg[7:0] bR[8:0];
reg[15:0] yR[8:0];
always @ (posedge clk)  
  begin
   aR[7] = aR[6];  
   bR[7] = bR[6];
   yR[7] = yR[6];
   aR[6] = aR[5];
   bR[6] = bR[5];
   yR[6] = yR[5];
   aR[5] = aR[4];
   bR[5] = bR[4];
   yR[5] = yR[4];
   aR[4] = aR[3];
   bR[4] = bR[3];
   yR[4] = yR[3];
   aR[3] = aR[2];
   bR[3] = bR[2];
   yR[3] = yR[2];
   aR[2] = aR[1];
   bR[2] = bR[1];
   yR[2] = yR[1];
   aR[1] = aR[0];
   bR[1] = bR[0];
   yR[1] = yR[0];
   aR[0] = a;
   bR[0] = b;
   yR[0] = multiply_8x8_2sC (aR[0],bR[0]);
  end
function[15:0] multiply_8x8_2sC;
input[7:0] a,b;
reg[7:0] a_mag,b_mag;
reg[14:0] y_mag;
reg[14:0] y_neg;
begin
  case (a[7])
   0: a_mag = a[6:0];
   1: a_mag = 128 - a[6:0];         
  endcase
  case (b[7])
    0: b_mag = b[6:0];
    1: b_mag = 128 - b[6:0];
  endcase
  y_mag = a_mag * b_mag;             
  if ((a[7] ^ b[7]) & (y_mag != 0))  
  begin
    y_neg = 32768 - y_mag[13:0];     
    multiply_8x8_2sC = {1'b1,y_neg};
  end
  else
   multiply_8x8_2sC = y_mag;
end
endfunction
assign y = yR[7];
endmodule
$ cat ./run.sh
#!/bin/bash
# OpenROAD 26Q1-2900-gdf79404cd8, Yosys 0.63+post, stock flow scripts
make -C /OpenROAD-flow-scripts/flow DESIGN_CONFIG=/design/flow/config.mk WORK_HOME=/design/flow/orfs finish
$ cat ./config.mk
export PLATFORM = sky130hd
export DESIGN_NAME = mult_piped_8x8_2sC
export DESIGN_NICKNAME = mult_piped_8x8_2sC
export VERILOG_FILES = /design/flow/design.v
export SDC_FILE = /design/flow/constraint.sdc
export NUM_CORES = 4
export LEC_CHECK = 1
export CORE_UTILIZATION = 40
$ cat ./constraint.sdc
current_design mult_piped_8x8_2sC

set clk_period 9.8
set clk_io_pct 0.2

create_clock -name clk0 -period $clk_period [get_ports {clk}]

set non_clock_inputs [all_inputs -no_clocks]
set_input_delay [expr $clk_period * $clk_io_pct] -clock clk0 $non_clock_inputs
set_output_delay [expr $clk_period * $clk_io_pct] -clock clk0 [all_outputs]
==> flow_results.xml <==
<?xml version="1.0" encoding="UTF-8"?>
<metrics>
  <group name="hold_path">
    <metric name="type_of_the_most_critical_hold_path" unit="">flop to flop</metric>
    <metric name="holdCritStartpoint" unit="">yR[3][10]</metric>
  </group>
  <group name="layout">
    <metric name="final_core_utilization" unit="">0.4923</metric>
    <metric name="drive_gt1_frac" unit="">0.08000</metric>
    <metric name="fillers" unit="">1197</metric>
    <metric name="largest_register_ff_count" unit="">128</metric>
    <metric name="multi_input_comb_area" unit="um2">2596</metric>
    <metric name="regArea" unit="um2">2562</metric>
    <metric name="mostFrequentLayoutCells" unit="">dfxtp_1 (128), inv_1 (60), nand2_1 (54)</metric>
    <metric name="area_overhead_of_the_layout_relative_to_synthesis" unit="%">20.35</metric>
    <metric name="mostFrequentLayoutCell" unit="">dfxtp_1</metric>
    <metric name="layout.cells.non_filler" unit="">726</metric>
  </group>
  <group name="setup_path">
    <metric name="timing.rr.start" unit="">yR[6][8]</metric>
    <metric name="critPathArrivalTime" unit="ns">8.54</metric>
    <metric name="startpoint" unit="">a[0]</metric>
    <metric name="timing_worst_setup_path_type" unit="">input pin to flop</metric>
    <metric name="path_common_cell" unit="">fa_1</metric>
    <metric name="worst_path_max_delay_cell" unit="">xnor2_1</metric>
    <metric name="critical_path.endpoint_type" unit="">flop</metric>
    <metric name="slowest_delay" unit="ns">0.72</metric>
    <metric name="critical_path.max_fanout" unit="">10</metric>
    <metric name="cells_along_the_critical_path" unit="">clkdlybuf4s50_1 &gt; inv_1 &gt; ha_1 &gt; nand2b_1 &gt; o21ai_0 &gt; xnor2_1 &gt; nand2_1 &gt; fa_1 &gt; fa_1 &gt; fa_1 &gt; fa_1 &gt; inv_1 &gt; ha_1 &gt; a2111oi_0 &gt; o21ai_1 &gt; a221oi_2 &gt; xnor2_1 &gt; or2_2 &gt; o31ai_4 &gt; mux2_1</metric>
    <metric name="crit_required" unit="ns">10.07</metric>
    <metric name="critPathLaunchType" unit="">input pin</metric>
  </group>
  <group name="cts">
    <metric name="ctsHoldBuffers" unit="">0</metric>
    <metric name="clock_tree.htree_level_count" unit="">4</metric>
    <metric name="clock_latency" unit="ns">0.39</metric>
    <metric name="clock_tree.buffer_depth" unit="">2</metric>
    <metric name="buffers_inserted_by_post_cts_timing_repair" unit="">0</metric>
    <metric name="cts_resized" unit="">0</metric>
    <metric name="path_clk_slew" unit="ns">0.05</metric>
    <metric name="tritoncts" unit="">yes</metric>
    <metric name="root_buffer_cell" unit="">clkbuf_16</metric>
    <metric name="tritoncts.num_buffers" unit="">17</metric>
    <metric name="cts_num_sinks" unit="">128</metric>
  </group>
  <group name="placement">
    <metric name="gpl.final_weighted_congestion" unit="">0.8525</metric>
    <metric name="detailedPlacementHpwl" unit="um">5954</metric>
    <metric name="number_of_buffers_inserted_by_port_buffering" unit="">32</metric>
    <metric name="dpl.cell_count" unit="">694</metric>
  </group>
  <group name="sta">
    <metric name="max_freq" unit="GHz">0.1210</metric>
    <metric name="final.period_utilization" unit="">0.8435</metric>
    <metric name="finalHoldViolCount" unit="">0</metric>
    <metric name="final-setup-viol-count" unit="">0</metric>
    <metric name="holdWs" unit="ns">0.3200</metric>
    <metric name="timing.clock.skew" unit="ns">0.004755</metric>
    <metric name="final_critical_period" unit="ns">8.266</metric>
    <metric name="rsz0062_at_grt" unit="">false</metric>
    <metric name="final_max_slew_viol_count" unit="">0</metric>
    <metric name="worstMarginPinSlew" unit="ns">0.8662</metric>
    <metric name="setup-tns-final" unit="ns">0</metric>
    <metric name="maxSlewHeadroom" unit="">0.4184</metric>
  </group>
  <group name="logic_synthesis">
    <metric name="postSynthSeqShare" unit="">0.4730</metric>
    <metric name="synthDominantCellAreaShare" unit="">0.4730</metric>
    <metric name="largest_area_cell" unit="">dfxtp_1</metric>
    <metric name="synth_area_per_cell" unit="um2">10.99</metric>
    <metric name="ys_warn_count" unit="">4</metric>
    <metric name="synth-edff-count" unit="">0</metric>
    <metric name="synth.distinct_cells" unit="">55</metric>
    <metric name="synth.yosys.num_cells" unit="">493</metric>
    <metric name="synthesis.instances" unit="">493</metric>
    <metric name="yosys.stat.chipArea" unit="um2">5418</metric>
    <metric name="ys_async_sr_fraction" unit="">0</metric>
    <metric name="synth.top_cells.by_area" unit="">dfxtp_1 (47%), fa_1 (13%), ha_1 (8.5%), inv_1 (4.2%), nand2_1 (3.7%)</metric>
    <metric name="synth_flop_count" unit="">128</metric>
    <metric name="yosys_most_used_dff" unit="">dfxtp_1</metric>
    <metric name="synth.cell_area" unit="um2">5418</metric>
  </group>
  <group name="detailed_routing">
    <metric name="drt_drc_violations_left" unit="">0</metric>
    <metric name="drt_pass1_iterations" unit="">7</metric>
    <metric name="route.antenna.diode_count" unit="">0</metric>
    <metric name="wl_per_cell" unit="um">10.90</metric>
    <metric name="wl_met2" unit="um">3820</metric>
    <metric name="drt_wl_total" unit="um">7913</metric>
    <metric name="routed-wl-met3" unit="um">296</metric>
    <metric name="top_layer_used" unit="">met4</metric>
    <metric name="via_per_inst" unit="">4.584</metric>
    <metric name="dr.first_iter.drc_count" unit="">127</metric>
    <metric name="wl_met1" unit="um">3696</metric>
    <metric name="detail_route_antenna_nets" unit="">0</metric>
    <metric name="num_vias" unit="">3328</metric>
  </group>
  <group name="pwr">
    <metric name="report.power.total" unit="uW">2202</metric>
    <metric name="powerDensity" unit="nW/um2">337.7</metric>
    <metric name="cellLeakagePower" unit="uW">0.002902</metric>
    <metric name="peakVddDrop" unit="uV">127.9</metric>
  </group>
  <group name="die">
    <metric name="core_area" unit="um2">13240</metric>
    <metric name="die_height" unit="um">118.4</metric>
    <metric name="boundaryPins" unit="">34</metric>
    <metric name="initial_utilization" unit="">0.4091</metric>
    <metric name="die_outline_area" unit="um2">14010</metric>
    <metric name="die-width" unit="um">118.4</metric>
    <metric name="floorplan.rows" unit="">42</metric>
  </group>
  <group name="grt">
    <metric name="grt.overflow.total" unit="">0</metric>
    <metric name="first_global_vias" unit="">3144</metric>
    <metric name="number_of_antenna_violations_at_the_first_check_in_global_routing" unit="">0</metric>
    <metric name="global_route_wire_length_before_repair" unit="um">13860</metric>
    <metric name="grtUsageTotal" unit="">0.1242</metric>
    <metric name="pin_count_of_the_biggest_net_entering_global_routing" unit="">18</metric>
  </group>
  <group name="job">
    <metric name="tool_warnings" unit="">26</metric>
    <metric name="timing.max_cap.violations" unit="">0</metric>
  </group>
  <group name="run_status">
    <metric name="outcome" unit="">completed</metric>
  </group>
</metrics>
worst max-delay path, delay by kind of cell:
family,cells,cell delay (ns)
buffers and inverters,3,0.82
xor gates and xnor gates,2,0.86
adders and majority gates,6,2.59
AOI/OAI and AO/OA,5,1.25
muxes,1,0.35
and+or+nand+nor,3,0.69
cell families after synthesis:
group / synth area share
and+or+nand+nor: 0.1349
DFF: 0.4730
adders and majority gates: 0.2148
buffers and inverters: 0.04780
AOI/OAI and AO/OA: 0.08083
xor gates and xnor gates: 0.04481
muxes: 0.003926
Yosys cell counts (4+ instances only):
| cell type | instances |
|---|---|
| nor3_1 | 4 |
| xnor2_1 | 21 |
| inv_1 | 60 |
| nor4_1 | 4 |
| o21ai_0 | 17 |
| a21oi_1 | 10 |
| fa_1 | 35 |
| a211oi_1 | 4 |
| nor3b_1 | 5 |
| nand2_1 | 54 |
| and2_1 | 16 |
| or3_1 | 6 |
| ha_1 | 37 |
| nand2b_1 | 5 |
| nor2_1 | 21 |
| clkbuf_1 | 4 |
| dfxtp_1 | 128 |
| nand3_1 | 5 |
layout make-up:
cell class / instances / area share
Clock buffer: 27 / 0.07868
Multi-Input combinational cell: 297 / 0.3982
Timing Repair Buffer: 33 / 0.05028
Clock inverter: 5 / 0.01151
Inverter: 60 / 0.03454
Tap cell: 176 / 0.03377
Sequential cell: 128 / 0.3930
report_power, final:
group / switching, uW / internal, uW
clock: 187 / 406
combinational: 465 / 356
sequential: 41.7 / 745
final timing paths:
| check | end | slack, ns | cells past startpoint |
|---|---|---|---|
| max | yR[0][1] | 1.53 | 20 |
| max reg2reg | yR[7][8] | 9.39 | 0 |
| min | yR[4][10] | 0.32 | 0 |
| min reg2reg | yR[4][10] | 0.32 | 0 |
through the flow:
stage / cell area (um2) / setup slack (ns)
floorplan: 5418 / 2.341
detailed placement: 5932 / 1.104
finish: 6520 / 1.534
global route: 6520 / 1.114
CTS: 6520 / 1.484
global placement: 5932 / 1.104
layer usage:
metal  GRT usage  up-vias
li1            -     1701
met1      0.1726     1554
met2      0.2048       65
met3     0.03100        8
met4     0.02294        0
met5           0        -
Power is estimated from default activity; no workload was simulated.
